==> flow/design.v <==
`default_nettype none
`timescale 1 ns / 100 ps
module PAL16L8_053327_D20( 
	input D18_5, D21_17, RMRD, MAA, MA9, MA8, MA7, D21_12, C20_6, C20_3, D21_15, D21_16,
	output D20_12, IOCS, CRAMCS, VRAMCS, OBJCS);
	wire R14, R15;
	assign #10 D20_12 = ~((~D18_5 & ~RMRD & ~MAA & ~MA9 & ~MA8 & ~MA7 & ~C20_6 & ~C20_3 & ~D21_16) |
       (~D18_5 & ~RMRD & MAA & ~D21_16) |
       (~D18_5 & ~D21_17 & R14 & R15));
	assign #7 R14 = ~(MA9 & MA8 & MA7 & ~C20_6 & ~D21_15);
	assign #7 IOCS = R14;
	assign #7 R15 = ~((~D18_5 & ~RMRD & ~MAA & ~MA9 & ~MA8 & ~MA7 & ~C20_6 & ~C20_3 & ~D21_16) |
       (~D18_5 & ~RMRD & MAA & ~D21_16));
	assign #7 CRAMCS = ~(~D18_5 & ~D21_12);
	assign #10 VRAMCS = ~(~D18_5 & ~D21_17 & D21_12 & R14 & R15);
	assign #7 OBJCS = ~((~D18_5 & ~RMRD & ~MAA & ~MA9 & ~MA8 & ~MA7 & ~C20_6 & ~C20_3 & ~D21_16) |
       (~D18_5 & ~RMRD & MAA & ~D21_16));
endmodule  	   
==> flow/run.sh <==
#!/bin/bash
# OpenROAD 26Q1-2900-gdf79404cd8, Yosys 0.63+post, stock flow scripts
make -C /OpenROAD-flow-scripts/flow DESIGN_CONFIG=/design/flow/config.mk WORK_HOME=/design/flow/orfs finish
==> flow/config.mk <==
export PLATFORM = sky130hd
export DESIGN_NAME = PAL16L8_053327_D20
export DESIGN_NICKNAME = PAL16L8_053327_D20
export VERILOG_FILES = /design/flow/design.v
export SDC_FILE = /design/flow/constraint.sdc
export NUM_CORES = 4
export LEC_CHECK = 1
export CORE_AREA = 10 10 70 70
export DIE_AREA = 0 0 80 80
==> flow/constraint.sdc <==
current_design PAL16L8_053327_D20

set clk_period 1.5
set clk_io_pct 0.2

create_clock -name clk0 -period $clk_period

set non_clock_inputs [all_inputs -no_clocks]
set_input_delay [expr $clk_period * $clk_io_pct] -clock clk0 $non_clock_inputs
set_output_delay [expr $clk_period * $clk_io_pct] -clock clk0 [all_outputs]
==> job_summary.md <==
### Metrics collected by this job

| Metric | Value |
|---|---|
| Final wirelength | 619 um |
| Largest net degree at the start of global routing | 5 |
| Flops | 0 |
| Mapped cell area | 83.8 um2 |
| Most instantiated logic cell after routing | dlygate4sd2_1 |
| Final WS setup | 49.8 ps |
| IO Port Bufs | 17 |
| # Cells Yosys | 12 |
| Chip Area | 0.00640 mm2 |
| VDD IR-drop max | 50.9 uV |
| Chip height | 80 um |
| Worst Min Path Start | C20_6 |
| NetSw | 0.0218 mW |
| Iter 0 DRT Violations | 1 |
| # IOs | 17 |
| WS Path Type | input pin to output pin |
| Log Warnings | 32 |
| Placer Congestion | 0.809 |
| Leak | 0.119 nW |
| Fin Hold WS | 1030 ps |
| Fill count | 411 |
| Hold path endpoint | IOCS |
| Vias per cell | 2.31 |
| Hold path cells | 4 |
| Initial core utilization | 2.45% |
| Int Pwr | 0.0338 mW |
| Top cells by area | nor4_2, a41o_1, nand4b_1, a21o_1, a22oi_1 |
| Max-cap violation count | 0 |
| Remaining Overflow, GRT | 0 |
| Core area | 0.00342 mm2 |
| Vias | 180 |
| CP Launch Type | input pin |
| Synth Instances | 12 |
| Residual DRC | 0 |
| Syn. warnings | 0 |
| ANT nets after route | 0 |
| Initial antenna violation count | 0 |
| Seq pwr share | 0% |
| Final period utilization | 96.7% |
| Total chip power | 0.0556 mW |
| Worst EP required | 1200 ps |
| Syn avg cell area | 6.99 um2 |
| First drt pass iteration count | 2 |
| Most frequent cells in the layout | dlygate4sd2_1, buf_2, clkbuf_2, buf_4 |
| Pwr dens | 176 mW/mm2 |
| Fmax | 0.690 GHz |
| Worst-path fanout max | 3 |
| Clk network pwr share | 0% |
| Area Overhead vs Synth | 276% |
| GRT Total Usage | 1.82% |
| Yosys cell types | 11 |
| Final hold violations | 0 |
| Comb power frac | 100.0% |
| CP Data Arrival Time | 1150 ps |
| Max Slew Vio Count | 0 |
| Endpoint class of the critical path | output pin |
| Fin crit period | 1450 ps |
| Top-area cell share | 14.9% |
| Row count | 21 |
| Final setup violation count | 0 |
| Global-route wire length before repair | 938 um |
| Routed WL per cell | 7.94 um |
| Number of global-route vias before repair | 191 |
| Worst slew pin tran | 197 ps |
| Net Sw Frac | 39.2% |
| Reg area | 0 um2 |
| Clock Buffer Count | 0 |
| Slew headroom | 86.8% |
| N_diodes | 0 |
| Die Span X | 80 um |
| Status | finished, final reports clean |
| Layout cells sized above 1 | 56.3% |
| Pre-CTS WS | -633 ps |
| Largest area contributor in the netlist | nor4_2 |
| Yosys chip area | 83.8 um2 |
| Hold crit path type | input pin to output pin |
| Post-synthesis sequential area ratio | 0% |
==> per-layer routing <==
metal / share of wire (%) / vias up / global-route usage (%)
met4: 0 / 0 / 0
met1: 57 / 74 / 2.97
li1: - / 90 / -
met2: 24 / 16 / 2.01
met5: 0 / - / 0
met3: 19 / 0 / 1.02
==> how the worst max path moves through the flow <==
stage / from / end / slack [ps] / cells after the start
after CTS: D21_16 / OBJCS / 9 / 5
after global routing: D21_16 / OBJCS / -20 / 5
final: D21_16 / OBJCS / 50 / 5
==> cell families (layout without fill, tap and decap cells) <==
group                  count (synthesis)  in the layout  share of synthesized area, %
AOI/OAI and AO/OA                      3              3                          29.9
buffers and inverters                  0             20                             0
and+or+nand+nor                        9              9                          70.2
==> stage by stage <==
step / cell area (um2) / std cells / TNS (ps) / util [%]
finish: 315 / 78 / 0 / 9.23
global route: 315 / 78 / -23.3 / 9.23
CTS: 320 / 78 / 0 / 9.38
detailed placement: 334 / 78 / -2340 / 9.78
global placement: 334 / 78 / -2320 / 9.78
floorplan: 83.8 / 12 / 0 / -
==> critical path, cell delays in order <==
cell and delay [ps]:
buf_2 120, nor4_4 270, a22oi_2 110, or2_1 240, buf_2 110
==> cell usage after synthesis <==
cell type / instances
a22oi_1: 1
a21o_1: 1
nor2_1: 2
nor4_2: 1
or2_1: 1
or2_2: 1
nor2b_1: 1
nand4b_1: 1
nor3_1: 1
a41o_1: 1
nand4_1: 1
==> timing repair <==
action / in CTS / in global routing
setup buffers: 1 / 0
resized: 40 / 5
hold buffers: 0 / 0
pin swaps: 9 / 4
endpoints found under the setup margin: 5 / 2
hold endpoints to repair: 0 / 0
==> final cells by class <==
cell class	count	area (um2)	share of cell area (%)
multi-input cells	12	113	35.7
repair buffers	20	145	46.0
well taps	46	57.6	18.3
==> power groups by stage <==
stage     logic, mW  registers [mW]  clock network (mW)
4_1_cts      0.0559               0                   0
5_1_grt      0.0621               0                   0
6_report     0.0556               0                   0
No activity file was given, so power comes from the tool's default toggle rates.
